[/design/flow/design.v]
module ACU(input wire [3:0]D, input wire eneable, reset, clk, output reg [3:0]Q);
  always @ (posedge clk, posedge reset) begin
    if (reset) Q <= 0;
    else if (eneable) begin
        Q <= D;
    end
  end
endmodule  
module ALU_aritmetica(input wire [3:0] A,B, input wire [2:0] Select,
                      output wire Zero, Carry, output wire [3:0] Y );  
  reg [4:0] Oprnd;
  assign Zero = ~(Y[3]|Y[2]|Y[1]|Y[0]);  
  assign Carry = Oprnd[4];  
  assign Y = Oprnd[4:0];
  always @ (A, B, Select) begin  
    case (Select)
      3'b000: Oprnd <= A;  
      3'b001: Oprnd <= A-B;  
      3'b010: Oprnd <= B;  
      3'b011: Oprnd <= A+B;  
      3'b100: Oprnd <= ~(A|B);  
      default: Oprnd <= 0;
    endcase
  end
endmodule
module Circuito2(input [3:0]DataIn, input [2:0] Select, input clk, reset, enTri, enACU,
                 output wire [3:0] DataOut, output wire Z, C);
  wire [3:0] ALUOut, ACUOut;
  ALU_aritmetica A1(ACUOut, DataIn, Select, Z, C, ALUOut);
  Buffer4bits busDriver(enTri, ALUOut, DataOut);
  ACU A0(ALUOut, enACU, reset, clk, ACUOut);
endmodule 
module Buffer4bits(input T, input [3:0]I, output wire [3:0]Y);
  assign Y = (T) ? I: 4'bz ;
endmodule  
[/design/flow/run.sh]
#!/bin/bash
# OpenROAD 26Q1-2900-gdf79404cd8, Yosys 0.63+post, stock flow scripts
make -C /OpenROAD-flow-scripts/flow DESIGN_CONFIG=/design/flow/config.mk WORK_HOME=/design/flow/orfs finish
[/design/flow/config.mk]
export PLATFORM = sky130hd
export DESIGN_NAME = Circuito2
export DESIGN_NICKNAME = Circuito2
export VERILOG_FILES = /design/flow/design.v
export SDC_FILE = /design/flow/constraint.sdc
export NUM_CORES = 4
export LEC_CHECK = 1
export CORE_AREA = 10 10 70 70
export DIE_AREA = 0 0 80 80
[/design/flow/constraint.sdc]
current_design Circuito2

set clk_period 4.3
set clk_io_pct 0.2

create_clock -name clk0 -period $clk_period [get_ports {clk}]

set non_clock_inputs [all_inputs -no_clocks]
set_input_delay [expr $clk_period * $clk_io_pct] -clock clk0 $non_clock_inputs
set_output_delay [expr $clk_period * $clk_io_pct] -clock clk0 [all_outputs]
==> CHANGELOG.md <==
## Flow update

- Status: complete, no violations
- First-pass GRT wire length: 2570 um
- Power per Cell Area: 235 nW/um^2
- Setup ws final: 105 ps
- Yosys chip area: 592 um^2
- CTS max path bufs: 2
- Final WL: 1630 um
- CP required: 3440 ps
- Insertion Delay late pin: 230 ps
- Worst r2r src: A0.Q[0]$_DFFE_PP0P_
- Fmax: 0.238 GHz
- Measured slew at the worst slew-check pin: 335 ps
- Worst vdd ir: 0.000134 V
- WS Path Type: primary input to output port
- WHS Endpoint: A0.Q[0]$_DFFE_PP0P_
- Flop area: 100 um^2
- Biggest regs: A0.Q x4
- Yosys cell types: 32
- Slew headroom: 0.776
- H-tree depth: 1
- Final antenna-violating net count: 0
- Area grow syn2layout: 60.3%
- Register area share after synthesis: 0.169
- Drt pass-1 iters: 4
- Initial antenna violation count: 0
- Clock network power share: 0.202
- Setup TNS: 0 ps
- Worst Hold Depth: 2
- Clock sink count: 4
- Area occupied by multi-input gates: 469 um^2
- Fillcell total: 373
- Avg Inst Size Synth: 7.79 um^2
- Aggregate global routing overflow: 0
- Dpl cells: 143
- Max Cap Viol: 0
- Crit-path max FO: 6
- CTS Root Cell: clkbuf_4
- Vias post-DR: 625
- GPL Wtd Cong: 0.894
- # Cells Yosys: 76
- Final setup viols: 0
- N_diodes: 0
- Vias/cell: 4.17
- CTS Hold Buffers Added: 0
- CTS Buf Count: 3
- Post-layout util: 0.278
- Worst min-delay path startpoint: A0.Q[0]$_DFFE_PP0P_
- Die ar.: 6400 um^2
- Worst hold path class: flip-flop to flip-flop
- Num ports: 17
- Area after DPL: 856 um^2
- Die x size: 80 um
- Sequential Power Share: 0.224
- Leak: 0.467 nW
- Worst setup EP type: output port
- Log Warnings: 27
- Clock-pin slew on the worst setup and hold paths: 40 ps
- TritonCTS clock tree: built
- Psw: 0.0749 mW
- Post-Syn Area: 592 um^2
- Combinational power share: 0.574
- Clk_skew: 0.151 ps
- Pin count of the biggest net entering global routing: 15
- Floorplan core density: 0.173
- Synth warnings: 3
- Startpoint types: primary input
- Vias in the first global route: 585
- Non-filler cells, final: 150
- Global Route Usage Sum: 0.0474
- Synthesized instance count: 76
- Port Buf Inserts: 15
- Drc violations: 0
- Starting DRT DRC Count: 21
- Avg WL per Cell: 10.8 um
- Final hold vios: 0
- Rows: 21
- Min Hold Slack: 557 ps
- Fin crit share: 0.976
- Tmin final: 4200 ps
- Arrival time at the worst endpoint: 3340 ps
- Max-slew violations: 0
- Die Span Y: 80 um
- Layout cell share with drive strength beyond 1: 0.308
- Sw frac: 0.335
- Post-DP HPWL: 1240 um
- Post-synth regs: 4
- Post-layout power: 0.223 mW
- Max FFs per register: 4
- Core area: 3420 um^2
- Fin area: 948 um^2
- Cells on worst reg2reg path: 7
- Top reg by flops: A0.Q
- Pre-CTS setup slack: -45.9 ps
- Total internal power: 0.148 mW
- Reg2reg setup slack: 2470 ps
- RR Endpoint: A0.Q[2]$_DFFE_PP0P_
[cell type report]
class | count | share of cell area
multi-input cells | 60 | 0.495
clock buffers | 3 | 0.0237
flip-flops and latches | 4 | 0.106
repair buffers | 29 | 0.284
well taps | 46 | 0.0607
inverters | 8 | 0.0317
[Yosys cell counts]
master	count	area share
a211oi_1	3	0.038
nand2b_1	2	0.021
and2b_2	1	0.015
xnor2_1	2	0.030
ha_1	6	0.13
or4b_1	1	0.017
fa_1	1	0.034
a21oi_1	10	0.085
and4_1	1	0.015
nor3_1	2	0.017
mux2i_1	1	0.017
inv_1	8	0.051
dfrtp_1	4	0.17
buf_1	1	0.0063
nand3b_1	1	0.013
or3b_1	1	0.015
nand3_1	1	0.0084
xor2_1	1	0.015
nor2_1	8	0.051
a21o_1	2	0.025
o21ai_0	2	0.017
buf_2	3	0.025
nand2_1	5	0.032
a31o_1	1	0.015
a221o_1	1	0.017
and4bb_2	1	0.021
a21oi_2	1	0.015
o31ai_1	1	0.013
o31a_4	1	0.030
a21boi_0	1	0.013
and3b_2	1	0.017
mux2_2	1	0.019
[repair_timing]
action                     4_1_cts  5_1_grt
setup endpoints to repair        4        4
buffers inserted                 0        4
gates resized                    3       12
pin swaps                        1        5
[routing by layer]
metal / track usage / up-vias / wire [um]
met3: 0.0205 / 0 / 171
met5: 0 / - / 0
met2: 0.0538 / 22 / 575
met1: 0.0776 / 278 / 879
li1: - / 325 / -
met4: 0.00528 / 0 / 0
[worst max-delay path by stage]
stage             start  end  depth (start not counted)  slack, ps
finish        Select[1]    Z                         10        100
global route  Select[1]    Z                         10       -0.8
CTS           DataIn[0]    Z                         11          7
[cells in the final DEF, fill, tap and decap left out, types with 3 or more instances in the layout]
master / Yosys / final
dfrtp_1: 4 / 4
a21oi_2: 1 / 3
clkbuf_4: 0 / 3
a21oi_1: 10 / 8
ha_1: 6 / 5
inv_1: 8 / 6
clkdlybuf4s50_1: 0 / 11
dlymetal6s2s_1: 0 / 4
buf_4: 0 / 13
nor2_1: 8 / 8
nand2_1: 5 / 5
[power groups by stage]
stage         Clock, mW  Sequential [mW]  Combinational, mW
finish           0.0452           0.0500              0.128
CTS              0.0480           0.0499              0.118
global route     0.0506           0.0517              0.140
[worst max-delay path: stages]
cell,delay (ps)
clkdlybuf4s50_1,500
buf_6,130
a21oi_2,60
xor2_1,140
ha_1,390
nand3_2,110
and3b_2,230
o31a_4,360
and4_1,150
clkdlybuf4s50_1,400
[cell families (layout without fill, tap and decap cells)]
kind of cell / after synthesis / in the layout / synth area share
XOR/XNOR: 3 / 3 / 0.0444
AND/OR/NAND/NOR: 25 / 25 / 0.241
AND-OR/OR-AND: 23 / 23 / 0.266
buffers and inverters: 12 / 40 / 0.0824
adder cells (fa/ha/maj): 7 / 7 / 0.161
flip-flops: 4 / 4 / 0.169
multiplexers: 2 / 2 / 0.0359
Power is estimated from default activity; no workload was simulated.
