**config.mk**
```make
export PLATFORM = sky130hd
export DESIGN_NAME = ALU
export DESIGN_NICKNAME = ALU
export VERILOG_FILES = /design/flow/design.v
export SDC_FILE = /design/flow/constraint.sdc
export NUM_CORES = 4
export LEC_CHECK = 1
export CORE_AREA = 10 10 71 71
export DIE_AREA = 0 0 81 81
```
**run.sh**
```bash
#!/bin/bash
# OpenROAD 26Q1-2900-gdf79404cd8, Yosys 0.63+post, stock flow scripts
make -C /OpenROAD-flow-scripts/flow DESIGN_CONFIG=/design/flow/config.mk WORK_HOME=/design/flow/orfs finish
```
**constraint.sdc**
```tcl
current_design ALU

set clk_period 2.4
set clk_io_pct 0.2

create_clock -name clk0 -period $clk_period

set non_clock_inputs [all_inputs -no_clocks]
set_input_delay [expr $clk_period * $clk_io_pct] -clock clk0 $non_clock_inputs
set_output_delay [expr $clk_period * $clk_io_pct] -clock clk0 [all_outputs]
```
**design.v**
```verilog
module ALU(input [2:0] Select,
           input [3:0] A, B,
           output [3:0] Out,
           output CarryOut);
  wire [4:0]carry;
  reg [3:0]result;
  assign Out = result;
  assign carry = {1'b0, A}+{1'b0, B};
  assign CarryOut = carry[4];
  always @ ( * )
  begin
    case (Select)
    3'b000:  
      result = A & B;
    3'b001:  
      result = A | B;
    3'b010:  
      result = A + B;
    3'b011:  
      result = 4'b1111;
    3'b100:  
      result = A & ~B;
    3'b101:   
      result = A | ~B;
    3'b110:  
      result = A - B;
    3'b111:  
      result = (A<B)? 4'd1:4'd0;
    default:result = A & B;
    endcase
  end
endmodule  
```
==> results.toml <==
# yosys + openroad results
[outcome]
status = "finished clean"

[pwr]
irDropWorstVdd_uv = 65.3
powerDensity_nw_per_um2 = 176
finalPower_uw = 146
leakage_nw = 0.374

[floorplan]
die_h_um = 81
die_area_um2 = 6560
core-area_um2 = 3630
fp-row-count = 22
fp.dieW_um = 81
pin_count = 16
fp_util_pct = 12.4

[synthesis]
ys_warn_count = 1
syn_area_um2 = 452
syn_avg_cell_area_um2 = 7.06
ys_cells = 64
yosysUniqueCellTypes = 27
ys_area_um2 = 452
ys_seq_share_pct = 0
syn_inst = 64

[critical_path]
critPathMaxFanout = 2
arrival_ps = 1910
path_buffers = 3
start_kind = "input pin"
critical_path_class = "input pin to primary output"
crit_top_cell = "buf_2"
slowest_stage = "or4_1"
endpoint_kind = "primary output"
crit_family = "simple AND/OR/NAND/NOR gates"
path_cells = "buf_2 > inv_2 > ha_4 > nor2b_1 > o211a_1 > or4_1 > a41o_1 > buf_2"
slowest_delay_ps = 400
cp.required_ps = 1920

[routing]
dr.pass1.iters = 2
finalWirelength_mm = 1.33
ant_nets = 0
wl_per_cell_um = 9.39
first_iter_violations = 2
vias = 540
insertedDiodeCount = 0
drc = 0
routed_via_density = 3.80

[final_timing]
worstMarginPinSlew_ps = 435
period_used_pct = 99.4
max-slew-margin-rel_pct = 70.9
max_freq_mhz = 419
slew_violations = 0
rsz0062_at_grt = "true"
fin_crit_ps = 2390
setup_viol = 0
hold_violations = 0

[worst_hold_path]
hold_class = "input pin to primary output"

[run]
warning_count = 37
drv_cap = 0

[grt]
antenna_found_initial = 0
grtUsageTotal_pct = 4.32
grt_start_max_net_pins = 10
grt_pass1_vias = 573
grt.overflow.total = 0
grt_pass1_wl_mm = 2.44

[finish]
final_cell_mix = "17 x buf_4, 8 x buf_2, 6 x a21oi_1"
seq_area_um2 = 0
layout_top_cell = "buf_4"
syn2layout_area_growth_pct = 83.9
utilization_pct = 22.9
drive_gt1_share_pct = 42.6
fillerInstances = 397
layout.area.comb_um2 = 484
seq_cells = 0
clockBufferCount = 0

[placement]
hpwl_mm = 1.14
portBuffers = 16
globalplace.congestion = 0.822

[clock_tree]
hold_buffers = 0
## final cells by class
class,count,area share (%)
inverter,8,3.61
multi-input combinational,52,58.3
timing repair buffer,34,30.9
tap,48,7.23
## synth_stat cells
cell type | count | share of area (%)
clkbuf_1 | 1 | 0.83
o21ai_0 | 6 | 6.6
or4_1 | 1 | 1.7
a21o_1 | 1 | 1.7
ha_1 | 8 | 22
maj3_1 | 1 | 2.2
o31ai_1 | 3 | 5.0
inv_1 | 8 | 6.6
xor2_1 | 2 | 3.9
a41o_1 | 1 | 2.2
nand3b_1 | 1 | 1.7
o21bai_1 | 1 | 1.7
fa_1 | 2 | 8.9
o22ai_1 | 1 | 1.4
nor2b_1 | 1 | 1.4
o41ai_1 | 1 | 1.9
nand2_1 | 3 | 2.5
a21oi_1 | 7 | 7.8
a21boi_0 | 1 | 1.7
buf_2 | 2 | 2.2
nor2_1 | 5 | 4.2
xnor2_1 | 2 | 3.9
buf_1 | 1 | 0.83
a2111oi_0 | 1 | 1.9
o211ai_1 | 1 | 1.7
o211a_1 | 1 | 2.2
or3_1 | 1 | 1.4
## cells by family (layout without fill, tap and decap cells)
family	Yosys count	count (layout)	share of synthesized area (%)
compound gates	25	25	35.7
xor+xnor	4	4	7.76
fa+ha+maj	11	11	33.2
buf+inv	12	42	10.5
simple gates	12	12	12.7
## timing repair
item                                   CTS  global route
cloned                                   0             0
endpoints found under the hold margin    0             0
resized                                 57             4
setup endpoints to repair                5             4
pin swaps                               10             1
setup buffers                            1             0
## worst paths after layout
path,from,end,slack (ps),depth (start not counted)
setup / recovery,B[1],Out[3],10,8
hold / removal,A[1],Out[1],1490,5
## metal layers
layer	global-route usage (%)	vias to the layer above	part of all wire, %	routed length [µm]
li1	-	289	-	-
met1	5.88	243	46	614
met2	7.40	8	49	659
met3	0.780	0	4.6	61
met4	0	0	0	0
met5	0	-	0	0
## power breakdown
| part | internal [mW] | leakage (nW) | switching, mW |
|---|---|---|---|
| combinational | 0.0817 | 0.374 | 0.0642 |
| sequential | 0 | 0 | 0 |
| clock | 0 | 0 | 0 |
| total | 0.0817 | 0.374 | 0.0642 |
## worst min-delay path: cells and delay by family
family                 cells  cell delay [ps]
AND-OR/OR-AND              2              190
buffers and inverters      3              340
## through the flow
step           setup TNS [ps]  setup WS [ps]  std cells  area [µm²]  hold WS, ps
4_1_cts                     0           14.8        142         828         1510
6_report                    0           13.8        142         831         1490
3_5_place_dp            -3320           -884        142         790         2080
3_3_place_gp            -3350           -898        142         790         2080
5_1_grt                 -38.3          -38.3        142         831         1560
2_1_floorplan               0           94.0         64         452         1070
Power figures rest on the tool's default switching activity, not on a simulated workload.
